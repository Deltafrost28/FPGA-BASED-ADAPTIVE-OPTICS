### ./config.mk
export PLATFORM = sky130hd
export DESIGN_NAME = spi_dac
export DESIGN_NICKNAME = spi_dac
export VERILOG_FILES = /design/flow/design.v
export SDC_FILE = /design/flow/constraint.sdc
export NUM_CORES = 4
export LEC_CHECK = 1
export CORE_UTILIZATION = 30
### ./constraint.sdc
current_design spi_dac

set clk_period 5.2
set clk_io_pct 0.2

create_clock -name clk0 -period $clk_period [get_ports {clk}]

set non_clock_inputs [all_inputs -no_clocks]
set_input_delay [expr $clk_period * $clk_io_pct] -clock clk0 $non_clock_inputs
set_output_delay [expr $clk_period * $clk_io_pct] -clock clk0 [all_outputs]
### ./design.v
`timescale 1ns / 1ps
`timescale 1ns/1ps
module spi_dac #(
    parameter integer SCLK_DIV = 50
)(
    input  wire       clk,
    input  wire       rst,
    input  wire       start,       
    input  wire [15:0] data_in,
    output reg        busy,
    output reg        sclk,
    output reg        mosi,
    output reg        cs_n
);
localparam IDLE = 2'd0, ASSERT_CS = 2'd1, SHIFT = 2'd2, DONE = 2'd3;
    reg [1:0] state;
    reg [15:0] shift_reg;
    reg [4:0] bit_cnt;
    integer   div_cnt;
	 always @(posedge clk) begin
        if (rst) begin
            state <= IDLE;
            cs_n  <= 1'b1;
            sclk  <= 1'b0;
            mosi  <= 1'b0;
            busy  <= 1'b0;
            div_cnt <= 0;end else begin
            case (state)
                IDLE: begin
                    cs_n <= 1'b1;
                    sclk <= 1'b0;
                    busy <= 1'b0;
                    if (start) begin
                        shift_reg <= data_in;
                        bit_cnt <= 5'd15;
                        state <= ASSERT_CS;
                    end
                end
					   ASSERT_CS: begin
                    cs_n <= 1'b0;
                    busy <= 1'b1;
                    div_cnt <= 0;
                    sclk <= 1'b0;
                    mosi <= shift_reg[15];
                    state <= SHIFT;
                end
					 SHIFT: begin
                    if (div_cnt >= (SCLK_DIV/2 - 1)) begin
                        sclk <= ~sclk;
                        div_cnt <= 0;
                        if (sclk == 1'b1) begin
                            if (bit_cnt == 0) state <= DONE;
                            else begin
									  shift_reg <= { shift_reg[14:0], 1'b0 };
                                bit_cnt <= bit_cnt - 1;
                                mosi <= shift_reg[14];
                            end
                        end
                    end else begin
						      div_cnt <= div_cnt + 1;
                    end
                end
					 DONE: begin
                    sclk <= 1'b0;
                    cs_n <= 1'b1;
                    busy <= 1'b0;
                    state <= IDLE;
                end
            endcase
        end
    end
endmodule
### ./run.sh
#!/bin/bash
# OpenROAD 26Q1-2900-gdf79404cd8, Yosys 0.63+post, stock flow scripts
make -C /OpenROAD-flow-scripts/flow DESIGN_CONFIG=/design/flow/config.mk WORK_HOME=/design/flow/orfs finish
==> impl_metrics.yaml <==
# yosys + openroad results
logic_synthesis:
  top_area_cell: "dfxtp_1"
  topCellsByArea: "dfxtp_1 (26%), edfxtp_1 (20%), mux2_2 (5.8%), nand2_1 (3.0%), nand4_1 (3.0%)"
  synth_area_sq_um: 3120
  ys_cells: 311
  synth.top_cell.area_share_pct: 25.7
  syn_avg_cell_area_sq_um: 10.0
  synthArstFlopShare_pct: 0
  synth_seq_share_pct: 45.9
  ys_ff: 61
  ys_area_sq_um: 3120
  synthCells: 311
  synth_cell_type_count: 65
  ff_type: "dfxtp_1"
  edf_count: 21
  ys_warn_count: 1
placement:
  hpwl_microns: 4290
  gp_congestion: 0.826
  port_buffers: 22
  postPlaceCellArea_sq_um: 3460
  dpl.cell_count: 457
grt:
  grt_overflow_total: 0
  grt_max_degree: 42
  antenna_found_initial: 0
  grt_pass1_vias: 2278
  grt_usage_pct: 12.4
  grt_pass1_wl_microns: 11000
layout:
  final_cells: 473
  syn2layout_area_growth_pct: 17.0
  design_area_sq_um: 3650
  final_util_pct: 36.8
  drive_gt1_share_pct: 15.6
  logic_area_sq_um: 1550
  fill_cells: 1018
  regArea_sq_um: 1430
  largest_reg_flops: 32
run:
  warning_count: 27
  maxCapViolCount: 0
clocking:
  cts-root-buf: "clkbuf_8"
  cts_tree: "done"
  numCtsBuffers: 9
  cts_buffer_depth: 2
  cts-resized-gates: 0
  worstSkewPairLatency_ns: 0.33
  cts-htree-levels: 3
  cts_sinks: 61
  cts_hold_buf: 0
  path_clk_slew_ns: 0.08
  post_cts_buffers: 0
drt:
  drc_errors: 0
  antenna_cells: 0
  routed_wirelength_microns: 6430
  vias: 2473
  drtAntennaViolNets: 0
  first_iter_violations: 177
  firstDrtPassIters: 4
  wl_per_cell_microns: 13.6
  viasPerCell: 5.23
worst_setup_path:
  reg2reg_to: "div_cnt[10]"
  cp.arrival_ns: 2.98
  cp-start-kind: "input port"
  cp_max_fo: 24
  slowest_stage: "inv_1"
  required_ns: 5.49
  critPathBufInv: 3
  reg2regPathDepth: 6
  r2r_setup_slack_ns: 2.56
  critical_path.top_delay_family: "buffers and inverters"
  r2r_start: "state[1]"
  worstSetupPathType: "in -> reg"
  crit_chain: "clkdlybuf4s50_1 > buf_4 > inv_1 > nand2_1 > nand2_1 > a21oi_1 > o21ba_2"
  max_stage_delay_ns: 0.62
  startpoint: "rst"
  cp_common_cell: "nand2_1"
  end_kind: "register"
sta:
  slew_headroom_pct: 42.9
  finalCritPeriodShare_pct: 51.9
  timing.fmax_mhz: 371
  clock_skew_ns: 0.0130
  period_needed_ns: 2.70
  tightest_slew_ns: 0.856
  finalHoldViolations: 0
  rsz0062_at_grt: "false"
  setup_viol: 0
  fin_setup_tns_ns: 0
  finalMaxSlewViolations: 0
floorplanning:
  core_sq_um: 9910
  chipArea_sq_um: 10800
  num_rows: 36
  pin_count: 23
  die.size.y_microns: 104
  initCoreUtil_pct: 31.5
  die_w_microns: 104
power_and_ir_drop:
  peakVddDrop_mv: 0.151
  cellLeakagePower_nw: 1.27
  power_density_nw_per_um2: 275
run_status:
  run_status: "finished, final reports clean"
worst_hold_path:
  hold_class: "reg -> reg"
  worst_hold_path.num_cells: 2
  min_from: "cs_n"
  hold_end: "cs_n"
## power breakdown
group | switching [mW] | internal (mW)
combinational | 0.0446 | 0.0396
clock | 0.185 | 0.223
sequential | 0.00580 | 0.507
total | 0.236 | 0.770
## how the worst max path moves through the flow
stage                 cells after the start     endpoint  slack (ns)
after CTS                                 7  div_cnt[28]        2.56
after global routing                      6  div_cnt[10]        2.38
final                                     7  div_cnt[28]        2.50
## per-stage QoR
stage	worst slack [ns]	hold WS, ns	power, mW
2_1_floorplan	1.68	0.418	0.579
3_3_place_gp	2.22	0.453	0.607
3_5_place_dp	2.21	0.461	0.608
4_1_cts	2.56	0.480	1.02
5_1_grt	2.38	0.498	1.05
6_report	2.50	0.470	1.01
## cells in the final DEF, fill, tap and decap left out, types with 3 or more instances in the layout
cell type        instances
a21oi_1                  7
a31oi_1                 11
a41oi_1                  5
and3_1                   9
and4_1                   5
buf_4                    5
clkbuf_8                 9
clkdlybuf4s50_1         22
clkinv_4                 3
dfxtp_1                 40
edfxtp_1                21
ha_1                     3
inv_1                   14
mux2_2                  16
mux2i_1                  4
nand2_1                 25
nand2b_1                 3
nand3_1                 12
nand4_1                 15
nor2_1                  19
nor3_1                   7
nor4_1                  11
o21ai_0                  9
xor2_1                   9
## synth_stat cells, types with 3 or more instances
master	n
dfxtp_1	40
clkbuf_1	7
mux2_2	16
nor4_1	11
nand2b_1	3
a41oi_1	5
nand3_1	12
and3_1	9
ha_1	3
and4_1	5
xor2_1	9
a31oi_1	11
nor2_1	19
nand4_1	15
o21ai_0	9
mux2i_1	4
nor3_1	7
inv_1	14
a21oi_1	7
edfxtp_1	21
nand2_1	25
clkbuf_8	4
## logic make-up after synthesis
group           count (synthesis)  share of synthesized area [%]
simple gates                  129                           24.4
fa+ha+maj                       3                           1.20
buf+inv                        28                           4.69
mux                            20                           7.05
xor+xnor                       11                           3.09
flops                          61                           45.9
compound gates                 59                           13.7
## cell type report
type	instances	area share, %
inverters	14	1.44
repair buffers	27	7.06
clock buffers	11	3.60
multi-input cells	222	42.5
well taps	133	4.56
flip-flops and latches	61	39.2
clock inverters	5	1.68
## metal layers
metal	share of wire [%]	track usage, %	vias up
li1	-	-	1233
met1	49	19.1	1156
met4	0.86	1.43	0
met2	45	19.2	77
met3	5.7	2.49	7
met5	0	0	-
## tightest hold or removal path, delay by kind of cell (launching register included)
family,cells,cell delay (ns)
flip-flops,1,0.31
AND-OR/OR-AND,1,0.07
buffers and inverters,1,0.04
Power and IR drop assume default switching activity.
